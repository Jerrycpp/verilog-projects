### flow/design.v
module debounce (clk, inp, out, rst);
    input clk, inp, rst;
    output reg out;
    reg [3:0] state;
    reg [21:0] cycle;
    parameter BOUNCING_TIME = 1250000;
    always @ (posedge clk or posedge rst) begin
        if (rst) begin
            state <= 4'b0000;
            out <= 0;
            cycle <= 0;
        end
        else begin
            if (state == 4'b1111) out <= 1;
            else out <= 0;
            if (cycle == BOUNCING_TIME) begin
                state <= {state[2:0], inp};
                cycle <= 0;
            end
            else cycle <= cycle + 1;
        end
    end
endmodule
### flow/run.sh
#!/bin/bash
# OpenROAD 26Q1-2900-gdf79404cd8, Yosys 0.63+post, stock flow scripts
make -C /OpenROAD-flow-scripts/flow DESIGN_CONFIG=/design/flow/config.mk WORK_HOME=/design/flow/orfs finish
### flow/config.mk
export PLATFORM = sky130hd
export DESIGN_NAME = debounce
export DESIGN_NICKNAME = debounce
export VERILOG_FILES = /design/flow/design.v
export SDC_FILE = /design/flow/constraint.sdc
export NUM_CORES = 4
export LEC_CHECK = 1
export CORE_UTILIZATION = 30
### flow/constraint.sdc
current_design debounce

set clk_period 3.0
set clk_io_pct 0.2

create_clock -name clk0 -period $clk_period [get_ports {clk}]

set non_clock_inputs [all_inputs -no_clocks]
set_input_delay [expr $clk_period * $clk_io_pct] -clock clk0 $non_clock_inputs
set_output_delay [expr $clk_period * $clk_io_pct] -clock clk0 [all_outputs]
==> run notes <==
Implementation results

The power per cell area is 406.0 nW/um^2. In the routed design, unresolved DRC markers number 0. The count of antenna diodes in the layout is 0. The count of distinct cell types in the synthesized netlist is 26. The final timing summary puts the cycle share of the worst path at 65.98%.

Warnings reported by Yosys during synthesis add up to 1. The post-placement worst setup slack is 0.9921 ns. The number of H-tree levels is 1. The main area contributors are sky130_fd_sc_hd__dfrtp_1 (53%), sky130_fd_sc_hd__xnor2_1 (8.3%), sky130_fd_sc_hd__xor2_1 (4.1%). The number of post-CTS setup repair buffers is 0. Entering global routing, the biggest net connects 28 pins. The worst hold path belongs to the class reg2reg.

The data arrival time of the critical path is 2.14 ns. The vertical die size is 67.03 um. The post-synthesis chip area from yosys is 1269 um^2. The number of standard cells reported by yosys is 108.

Looking at area per cell type in the netlist, the leader is sky130_fd_sc_hd__dfrtp_1. The highest attainable clock frequency is 505.2 MHz. The number of slew-limit violations in the final report is 0. The floorplan core area is 4029 um^2. The number of hold violations in the final report is 0. Looking at the cell usage after synthesis, the top flip-flop cell is sky130_fd_sc_hd__dfrtp_1.

Traced cell by cell, the critical path runs through inv_1 > ha_1 > nor3b_1 > nand4_1 > nor4b_4 > mux2_2. The number of cell rows is 23. The slowest stage of the critical path is the sky130_fd_sc_hd__dfrtp_1 cell.

Dividing the synthesized area by the synthesized cell count gives 11.75 um^2. The cell count after placement is 161. The worst setup path is captured at a register.

Per the layout report, the design carries 392 filler cells. The detailed placer's ending HPWL is 1.400 mm. The placement summary gives the final routability congestion estimate as 0.8335.

Before placement the cells fill 31.49% of the core. Yosys reports that the leading cell type by area covers 53.25% of the netlist area. The synthesized flop and latch total is 27. STA classifies the critical path startpoint as a register. The clock net sink count is 27.

The number of max-cap violations is 0. The static leakage is 0.6065 nW. The run finished with clean final reports. The setup path with the least slack is of type reg2reg.

The buffer_ports step reported a buffer count of 3. The number of global-route vias before repair was 799. The most instantiated library cell after synthesis is sky130_fd_sc_hd__dfrtp_1. The actual slew at the worst max-slew pin is 0.4911 ns. Global routing used 10.88% of the available tracks. Across all layers, the routed design uses 792 vias. The clock latency of the later-clocked register in the worst-skew pair is 0.27 ns.

Yosys mapped a number of flops with a built-in enable equal to 0. The floorplan die width is 67.03 um. Summed over all failing endpoints, the final setup total negative slack is 0 ns.

The clock period minus worst slack is 1.979 ns. For the worst setup path, the data required time is 3.16 ns. The longest clock path from root to sink contains 2 buffers. The worst slew margin relative to its limit is 66.99%.

The chip footprint is 4493 um^2. Buffers inserted during clock tree synthesis total 3. The synthesis report gives the async set-or-reset register share as 100.0%. The number of gates resized after CTS was 0. The final setup violation count is 0. The post-detailed-route wirelength per cell is 11.99 um. The first global-routing pass estimated 3.615 mm of wire. Setup repair after global routing left no endpoint under its margin. The total overflow left after global routing is 0. The synthesized cell area is 1269 um^2. CTS placed an instance of sky130_fd_sc_hd__clkbuf_8 at the clock tree root. The number of antenna violations at the first check in global routing is 0. The sum of routed wire length over all layers is 1.978 mm. The total I/O pin count is 4. The worst-case vdd ir drop is 0.3934 mV. STA reports a reg2reg setup slack of 1.02 ns.

The via density per instance is 4.800. The maximum fanout count along the critical path is 6. The area growth from synthesis to layout is 11.24%. In the final run the clock tree shows a worst skew of 0.001322 ns. The violation tally from detailed-route iteration zero is 16. The CTS clock-pin slew for the worst setup and hold paths is 0.09 ns. The TritonCTS clock tree is yes.

The largest single stage delay on the critical path is 0.44 ns. The layout summary lists the proportion of cells stronger than drive strength 1 as 13.04%. The worst setup margin is 1.021 ns. In the synthesized netlist, the number of instances is 108. The number of warnings reported in the stage logs is 26. The number of hold buffers added after cts is 0. The layout stage reports a final design area of 1411 um^2. Sorting the synthesized cells by how often they occur yields sky130_fd_sc_hd__dfrtp_1 (27), sky130_fd_sc_hd__nor2_1 (12), sky130_fd_sc_hd__xnor2_1 (12).

The instance area at placement is 1365 um^2. After the flow finishes, the layout carries non-filler instances totaling 165. Nets still carrying antenna violations after routing amount to 0.

The share of synthesized area occupied by flip-flops and latches is 53.25%. The total iterations of the first detailed-routing run is 4.
[power by group]
part / switching [mW] / total [mW] / internal (mW) / leakage, nW
registers: 0 / 0.364 / 0.364 / 0.368
logic: 0.00701 / 0.0102 / 0.00322 / 0.213
clock network: 0.106 / 0.199 / 0.0929 / 0.0255
total: 0.113 / 0.573 / 0.460 / 0.607
[routing by layer]
metal | wire, um | track usage [%] | share of wire, %
met1 | 1027 | 17.10 | 52
met2 | 886 | 16.13 | 45
met3 | 65 | 2.951 | 3.3
met4 | 0 | 0.5319 | 0
met5 | 0 | 0 | 0
[sequential cells by signal (all words and copies together) (netlist names)]
signal,count
cycle,22
out,1
state,4
[per-stage QoR]
step	total power [mW]	hold WS, ns	util (%)
finish	0.5730	0.4806	35.03
global route	0.5995	0.5055	35.03
CTS	0.5814	0.4855	35.03
detailed placement	0.3819	0.4736	33.88
global placement	0.3815	0.4800	33.88
floorplan	0.3762	0.4426	-
[cell usage in the layout, fill, tap and decap left out, drive strengths merged]
cell type / instances
a2111oi: 1
a31oi: 1
and2: 1
and3: 2
and4: 2
buf: 2
clkbuf: 3
clkdlybuf4s50: 3
clkinv: 1
dfrtp: 27
ha: 2
inv: 4
mux2: 4
mux2i: 1
nand2: 4
nand3: 5
nand4: 8
nor2: 12
nor2b: 1
nor3: 5
nor3b: 2
nor4: 2
nor4b: 4
xnor2: 12
xor2: 6
[final cells by class]
cell class	instances	area, um^2	area share (%)
Inverter	4	15.01	1.064
Sequential cell	27	675.6	47.87
Tap cell	50	62.56	4.433
Timing Repair Buffer	5	45.04	3.191
Clock buffer	3	41.29	2.926
Multi-Input combinational cell	75	566.8	40.16
Clock inverter	1	5.005	0.3546
[final timing paths]
path / from / endpoint / depth (start not counted)
min in group asynchronous: rst / cycle[7] / 3
max reg2reg: cycle[0] / state[3] / 6
min: cycle[21] / cycle[21] / 1
max: cycle[0] / state[3] / 6
max in group asynchronous: rst / cycle[13] / 3
min reg2reg: cycle[21] / cycle[21] / 1
[critical path, delay by kind of cell, from the launching register on]
kind          cells  cell delay, ns
simple gates      3            0.83
flops             1            0.44
buf+inv           1            0.08
fa+ha+maj         1            0.14
mux               1            0.38
[cell families (layout without fill, tap and decap cells)]
logic type | Yosys count | after routing | synth area share [%]
adders and majority gates | 2 | 2 | 1.972
AOI/OAI and AO/OA | 2 | 2 | 1.184
muxes | 5 | 5 | 4.339
DFF | 27 | 27 | 53.25
xor gates and xnor gates | 18 | 18 | 12.43
and+or+nand+nor | 48 | 48 | 24.75
buffers and inverters | 6 | 13 | 2.071
Power figures rest on the tool's default switching activity, not on a simulated workload.
