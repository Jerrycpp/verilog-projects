<file path="flow/run.sh">
#!/bin/bash
# OpenROAD 26Q1-2900-gdf79404cd8, Yosys 0.63+post, stock flow scripts
make -C /OpenROAD-flow-scripts/flow DESIGN_CONFIG=/design/flow/config.mk WORK_HOME=/design/flow/orfs finish
</file>
<file path="flow/config.mk">
export PLATFORM = sky130hd
export DESIGN_NAME = led_fsm
export DESIGN_NICKNAME = led_fsm
export VERILOG_FILES = /design/flow/design.v
export SDC_FILE = /design/flow/constraint.sdc
export NUM_CORES = 4
export LEC_CHECK = 1
export CORE_UTILIZATION = 40
</file>
<file path="flow/constraint.sdc">
current_design led_fsm

set clk_period 6.1
set clk_io_pct 0.2

create_clock -name clk0 -period $clk_period [get_ports {clk}]

set non_clock_inputs [all_inputs -no_clocks]
set_input_delay [expr $clk_period * $clk_io_pct] -clock clk0 $non_clock_inputs
set_output_delay [expr $clk_period * $clk_io_pct] -clock clk0 [all_outputs]
</file>
<file path="flow/design.v">
module led_fsm (clk, inp, out, rst);
    input [3:0] inp;
    input clk, rst;
    output reg [3:0] out;
    parameter DEF_STR = 4'b0011;
    parameter CYCLE = 125000000;
    localparam STATE_RST = 2'b00, STATE_SL = 2'b01, STATE_SR = 2'b10, STATE_PAUSE = 2'b11;
    wire ov;
    reg [26:0] counter;
    reg [1:0] state, next_state;
    always @ (posedge clk or posedge rst) begin
        if (rst) begin
            state <= STATE_RST;
        end
        else begin
            state <= next_state;
        end
    end
    always @* begin
        next_state = state;
        case (state) 
            STATE_RST : begin 
                if (inp == 4'b0010) begin
                    next_state = STATE_SL;
                end
                else if (inp == 4'b0100) begin
                    next_state = STATE_SR;
                end
                else if (inp == 4'b1000) begin
                    next_state = STATE_PAUSE;
                end
            end
            STATE_SL : begin
                if (inp == 4'b0001) begin
                    next_state = STATE_RST;
                end
                else if (inp == 4'b0100) begin
                    next_state = STATE_SR;
                end
                else if (inp == 4'b1000) begin
                    next_state = STATE_PAUSE;
                end
            end
            STATE_SR : begin
                if (inp == 4'b0001) begin
                    next_state = STATE_RST;
                end
                else if (inp == 4'b0010) begin
                    next_state = STATE_SR;
                end
                else if (inp == 4'b1000) begin
                    next_state = STATE_PAUSE;
                end
            end
            STATE_PAUSE : begin
                if (inp == 4'b0001) begin
                    next_state = STATE_RST;
                end
                else if (inp == 4'b0010) begin
                    next_state = STATE_SL;
                end
                else if (inp == 4'b0100) begin
                    next_state = STATE_SR;
                end
            end
            default : begin
            end
        endcase
    end
    always @ (posedge clk or posedge rst) begin
        if (rst) counter <= 0;
        else begin
            if (counter == CYCLE - 1) counter <= 0;
            else counter <= counter + 1;
        end
    end
    assign ov = (counter == CYCLE - 1);
    always @ (posedge clk or posedge rst) begin
        if (rst) begin
            out <= DEF_STR;
        end
        else begin
            if (state == STATE_SL && ov) begin
                out <= {out[2:0],out[3]};
            end
            else if (state == STATE_SR && ov) begin
                out <= {out[0],out[3:1]};
            end
            else if (state == STATE_RST) begin
                out <= DEF_STR;
            end
            else if (state == STATE_PAUSE) begin
                out <= out;
            end
        end
    end
endmodule
</file>
==> notes.md <==
The synthesis and PnR run went through. The timing report shows that the slowest cell on the worst path is dfstp_2. STA shows the worst min-delay path finishing at counter[0]. TritonCTS built the clock tree.

The top cell types in the final layout, fill and taps aside, are dfrtp_1, nand3_1, nor2_1. Number of H-tree levels landed at 2. The chip occupies ~5000 µm².

Summed negative setup slack over all endpoints landed at 0 ns. STA classifies the critical path startpoint as a flip-flop. Via density per instance landed at ~5.7. STA classifies the critical path endpoint as an output port. CTS placed an instance of clkbuf_8 at the clock tree root. The first routing iteration left 53 violations. Largest incremental delay on the critical path landed at 0.56 ns. Post-route total power landed at 0.000454 W. Measured along the y axis, the die boundary spans 69.9 µm. The kind of cell with the highest combined delay along the critical path is flip-flops. Counting every instance in the synthesized netlist gives approximately 190. Setup skew after layout landed at 0.00626 ns. In this run, post-CTS hold repair placed 0 buffers.

Of the cells placed in the final design, the portion with a size suffix greater than 1 is 8.16%. Number of clock sinks landed at 35. Timing would allow up to around 400 MHz. In the setup report, the worst path falls into the class reg -> out. Per the post-run analysis, buffers plus inverters along the critical path come to 1. Worst hold path cell count landed at 1.

For this run, the script counts the antenna cells in the layout as 0. For this design the total switching power over the nets is 0.000115 W. Entering global routing, the biggest net connects 36 pins. Row generation in the floorplan step produced 24 rows. By instance count after routing, the leading logic cell type is dfrtp_1. The cell sequence reported for the critical path is clkdlybuf4s50_1.

The run reported a max-capacitance violation count of 0. Worst endpoint required time landed at 4.88 ns. Initial antenna violation count landed at 0. Final period demand of the worst path landed at about 2.5 ns. Layout overhead on the synthesized area landed at 11.1%. Yosys mapped the design onto 39 distinct sky130hd cell types. The power report lists cell-internal power as ~0.00034 W. Per the timing report, the most critical flop-to-flop path finishes at out[3]. The global route stage reports its total congestion overflow as 0. Clock slew at the register clock pins of the worst setup and hold paths landed at approximately 0.070 ns. According to the timing report, the arrival time at the worst endpoint equals roughly 1.3 ns. The synthesis report lists the Yosys warning total as 1.

Detailed-placement wirelength estimate landed at 2360 µm. Along the worst path, the maximum fanout reaches 4. According to the hold report, the worst path is of the reg -> reg type. Average instance area after synthesis landed at between 9 and 10 µm².

Looking at the cell usage after synthesis, the top flip-flop cell is dfrtp_1. The run finished with clean final reports. The first global-routing pass estimated a little over 6000 µm of wire.

Fraction of power spent switching nets landed at 25.2%. Total power normalized to cell area comes to 221 nW/µm². Clock latency of the later-clocked register in the worst-skew pair landed at 0.28 ns. The detailed router placed 1407 vias in this run.

Overall global routing resource usage landed at between 15 and 20%. Leakage power total landed at ~0.85 nW. The first detailed-routing pass ran for 4 iterations.

The tool warning count for the run is 25. Summing the sequential cell areas from Yosys gives 47.7% of the chip area. Final tally of max-slew violations landed at 0.

Setup repair after global routing left no endpoint under its margin. Proportion of synthesized flip-flops having asynchronous set or reset landed at ~100%. In this run the remaining antenna-violating nets after routing total 0. Critical path depth landed at 1.

After clock tree synthesis, the setup repair step added 0 buffers. I/O pin total landed at 10. For the worst flop-to-flop path, the logic depth is 4. In this run the tool buffered the top-level ports with 9 buffer cells. DRC violation count after routing landed at 0. The post-synth count of flops with an enable pin is 0. The clock passes through at most 2 buffers. Final weighted congestion in routability-driven placement landed at around 0.86. Number of gates resized after CTS landed at 0. Area of the placeable core landed at 4380 µm². The synth_stat.txt file lists the number of cells as 187. The synthesized design contains 35 register bits. Worst slew margin relative to its limit landed at 68.5%.

The startpoint identified for the worst hold timing path is counter[0]. The final timing report lists a hold violation count of 0. Minimum setup slack among reg-to-reg paths landed at 3.78 ns.

Sum of routed wire length over all layers landed at 3440 µm. Floorplan die width landed at 69.9 µm. Number of global-route vias before repair landed at 1342. Per report_power, the clock group accounts for 34.8% of the total. The routed design shows a wire length per standard cell of between 10 and 15 µm. Final hold slack landed at around 0.49 ns. In the floorplan report the effective utilization is 42.1%. Maximum resistive drop on vdd landed at roughly 0.15 mV. STA lists the startpoint of the worst register-to-register path as counter[23].

Portion of the clock cycle consumed by the worst path in the final layout landed at 41.6%. Sequential share of power landed at 55.0%. Total CTS buffers landed at 5. Endpoints with negative setup slack in the final report add up to 0. The synthesized netlist has a Yosys-reported chip area of 1850 µm². Synthesized cell area landed at 1850 µm². The pin closest to its max-slew limit shows a slew of 0.471 ns. Combinational share of power landed at between 10% and 20%.
## through the flow
stage	util [%]	area [µm²]	worst slack (ns)	instances
global route	46.8	2050	3.53	248
finish	46.8	2050	3.56	248
CTS	46.8	2050	3.55	248
detailed placement	44.9	1970	3.41	240
floorplan	-	1850	3.85	187
global placement	44.9	1970	3.44	240
## worst max path at each step
stage | from | to | slack [ns]
CTS | out[1] | out[1] | 3.55
global route | out[1] | out[1] | 3.53
finish | out[1] | out[1] | 3.56
## power groups by stage
stage     combinational, W  clock, W  sequential [W]
5_1_grt          0.0000519  0.000174        0.000251
4_1_cts          0.0000467  0.000164        0.000250
6_report         0.0000461  0.000158        0.000250
## synth_stat cells, types with 2 or more instances
master     instances  area share [%]
a21oi_1            7             1.9
a2bb2oi_2          2             1.6
and2_1             2            0.68
and3_1             4             1.4
and4_1             5             2.4
clkbuf_1           7             1.4
dfrtp_1           32              43
dfstp_2            3             4.3
inv_1              7             1.4
mux2i_1            2             1.1
nand2_1           12             2.4
nand3_1           13             3.5
nand4_1            6             2.0
nor2_1            13             2.6
nor3_1             5             1.4
nor4_1             3             1.0
o21ai_0            9             2.4
o22ai_1            4             1.4
o2bb2ai_1          3             1.4
o31ai_1            5             2.0
or3_1              3             1.0
or4_1              6             2.4
xnor2_1           10             4.7
xor2_1             9             4.3
## flip-flops by register name, summed over array words and instances, names as in the netlist
register,count
out,4
state,4
counter,27
## final cells by class
class | instances | area [µm²]
Clock buffer | 7 | 76.3
Multi-Input combinational cell | 136 | 901
Tap cell | 52 | 65.1
Timing Repair Buffer | 10 | 97.6
Clock inverter | 1 | 5.00
Sequential cell | 35 | 880
Fill cell | 408 | 2330
Inverter | 7 | 26.3
## routing by layer
layer	up-vias	routed length, µm	share of wire, %	GRT usage, %
met3	6	140	4.1	2.92
met4	0	54	1.6	2.67
met5	-	0	0	0
met2	31	1570	46	23.3
li1	697	-	-	-
met1	673	1680	49	26.6
## logic make-up after synthesis
family / share of synthesized area, %
adders and majority gates: 0.678
DFF: 47.7
buffers and inverters: 3.53
xor gates and xnor gates: 9.02
muxes: 1.08
and+or+nand+nor: 24.7
AOI/OAI and AO/OA: 13.3
Power is estimated from default activity; no workload was simulated.
